--- flow/config.mk ---
export PLATFORM = sky130hd
export DESIGN_NAME = reg_array_dual
export DESIGN_NICKNAME = reg_array_dual
export VERILOG_FILES = /design/flow/design.v
export SDC_FILE = /design/flow/constraint.sdc
export NUM_CORES = 4
export LEC_CHECK = 1
export CORE_UTILIZATION = 40
--- flow/run.sh ---
#!/bin/bash
# OpenROAD 26Q1-2900-gdf79404cd8, Yosys 0.63+post, stock flow scripts
make -C /OpenROAD-flow-scripts/flow DESIGN_CONFIG=/design/flow/config.mk WORK_HOME=/design/flow/orfs finish
--- flow/constraint.sdc ---
current_design reg_array_dual

set clk_period 6.2
set clk_io_pct 0.2

create_clock -name clk0 -period $clk_period [get_ports {clk}]

set non_clock_inputs [all_inputs -no_clocks]
set_input_delay [expr $clk_period * $clk_io_pct] -clock clk0 $non_clock_inputs
set_output_delay [expr $clk_period * $clk_io_pct] -clock clk0 [all_outputs]
--- flow/design.v ---
module reg_array_dual(clk, rst, we1, we2, add1, add2, wr1, wr2, mem_fault, rd1, rd2);
	parameter width = 'd16;  
	parameter depth = 'd8;  
	parameter add_width = 'd3;  
	input wire clk  , rst  ;  
	input wire we1  , we2  ;  
	input wire [add_width-1:0] add1  , add2  ;
	input [width-1:0] wr1  , wr2  ;
	output reg mem_fault  ;
	output reg [width-1:0] rd1  , rd2  ;
	reg [width-1:0] mem_arr [0:depth-1]  ;
	always@(posedge clk) begin
		if(rst) mem_fault <= 1'b0;
		else if((we1 && we2) && (add1 && add2)) mem_fault <= 1'b1;
	end
	always@(posedge clk) begin
		rd1 [width-1:0] <= mem_arr[add1] [width-1:0];  
		rd2 [width-1:0] <= mem_arr[add2] [width-1:0];  
	end
	always@(posedge clk) begin
		if(we1) mem_arr[add1] [width-1:0] <= wr1 [width-1:0];  
		if(we2) mem_arr[add2] [width-1:0] <= wr2 [width-1:0];  
	end
endmodule
==> impl_metrics.toml <==
# implementation run metrics
[clocking]
cts_setup_buffers = 0
path_clk_slew_ps = 60
clock_tree.buffer_depth = 2
clock_sinks = 161
cts_hold_buf = 0
htreeDepth = 4
clk_latency_ps = 420
postCtsResizedCells = 0
numCtsBuffers = 17
cts_root_buffer = "clkbuf_16"
tritoncts = "yes"

[worst_setup_path]
path_buffers = 3
crit_top_cell = "buf_4"
slowest_delay_ps = 760
crit_fanout = 25
arrival_ps = 3520
r2r_end = "rd2[15]"
crit_chain = "buf_2 -> buf_4 -> nand4b_2 -> o21ai_2 -> buf_4"
worstPathRequired_ps = 6290
r2r-start = "mem_arr[0][15]"
endpoint_kind = "flop"
criticalPathCategory = "in -> reg"
r2r_slack_ps = 4880
path_depth = 5
cp-startpoint = "add2[0]"
cpLargestDelayFamily = "buffers and inverters"
setup.worst_path.start_class = "primary input"
rr_worst_depth = 2
slowest_stage = "nand4b_2"

[global_routing]
met2_usage_pct = 32.3
grt_pass1_wl_um = 29200
grt_max_degree = 42
grtUsageMet3_pct = 8.99
antenna_found_initial = 0
met1_usage_pct = 27.2
grtUsageTotal_pct = 20.1
grt_pass1_vias = 4835
grt_busiest_layer = "met2"
grt-ovfl-total = 0

[synth]
synth_seq_share_pct = 54.3
top_area_cell = "edfxtp_1"
synth_top_area_share_pct = 46.3
aoi_share_pct = 0.709
async_flop_share_pct = 0
syn_area_per_cell_um2 = 18.6
synth.distinct_cells = 22
ys_warn_count = 1
simple_gate_area_share_pct = 2.14
syn_inst = 445
synth-xor-area-share_pct = 0
ys_cells = 445
ys_area_um2 = 8290
synth_flops = 161
edf_count = 128
top_logic_kind = "multiplexers"
topCellsByArea = "edfxtp_1, mux2_2, mux4_2, mux4_1, dfxtp_1"
syn_area_um2 = 8290
ys_sh_adder_pct = 0
mux_area_share_pct = 40.4
synthFlopType = "edfxtp_1"

[detailed_routing]
drt-total-wl_um = 19200
avgViaCountPerCell = 5.65
detail_route.drc_violations = 0
firstDrtPassIters = 4
postRouteAntennaNets = 0
drtIter0Drc = 193
wl_per_cell_um = 23.9
via_count = 4540
antenna_cells = 0

[placed_design]
io_buffers = 74
place_inst = 772
dp_hpwl_um = 11800
gp_congestion = 0.816
place_area_um2 = 9320

[layout]
fillers = 1706
seq_area_um2 = 4500
most-common-layout-cells = "mux2_2, edfxtp_1, clkdlybuf4s50_1, mux4_2, dfxtp_1"
fin_cells = 804
finish.instance_area_um2 = 9870
final_common_cell = "mux2_2"
layout-drive-gt1-share_pct = 48.5
mi_logic_area_um2 = 3630
areaGrowthSynthToFinish_pct = 19.0

[die]
core_area_um2 = 20300
die_area_um2 = 21300
die_w_um = 146
io_pins = 75
die_h_um = 146
num_rows = 52
initCoreUtil_pct = 40.9

[final_timing]
setup_violations = 0
timing.slew.headroom_pct = 12.8
rsz0062_at_grt = "false"
hold_viol = 0
finalCritPeriodShare_pct = 55.5
fmax_mhz = 291
setup_tns_ps = 0
slew_viol_final = 0
worst_slew_pin_slew_ps = 1310
finClkSkew_ps = 7.94
period_needed_ps = 3440

[min_path]
whs_endpoint = "mem_fault"
hp-class = "reg -> reg"
worstHoldStart = "mem_fault"
hold_depth = 2

[flow_run]
tool_warnings = 25
maxCapViolCount = 0

[power]
power_density_nw_per_um2 = 265
p_leak_nw = 3.36
ir_worst_vdd_mv = 0.175
p_total_mw = 2.62

[run_status]
status = "completed"
layout make-up:
type,count,area share (%)
Timing Repair Buffer,90,8.57
Clock inverter,13,1.22
Sequential cell,161,45.6
Tap cell,270,3.42
Clock buffer,19,4.39
Multi-Input combinational cell,251,36.8
sequential cells by signal (all words and copies together), names as in the netlist:
| signal | cells |
|---|---|
| mem_fault | 1 |
| mem_arr | 128 |
| rd1 | 16 |
| rd2 | 16 |
through the flow:
stage,worst slack (ps),hold WS (ps),utilization (%)
after floorplan,2740,405,-
after global placement,2260,443,45.9
after detailed placement,2230,450,45.9
after CTS,2670,466,48.6
after global routing,2560,500,48.6
final,2760,464,48.6
kinds of logic after synthesis:
| kind of cell | after synthesis |
|---|---|
| AOI/OAI and AO/OA | 9 |
| buffers and inverters | 33 |
| DFF | 161 |
| muxes | 224 |
| and+or+nand+nor | 18 |
per-layer routing:
| metal | up-vias | share of wire [%] |
|---|---|---|
| met5 | - | 0 |
| met4 | 0 | 1.9 |
| met3 | 19 | 9.5 |
| met2 | 205 | 50 |
| met1 | 2289 | 38 |
| li1 | 2027 | - |
power breakdown:
group	internal [mW]	switching, mW	total, mW
logic	0.209	0.130	0.339
clock network	0.584	0.405	0.989
registers	1.26	0.0327	1.29
total	2.05	0.567	2.62
cell usage after synthesis, types with 3 or more instances:
master    instances
buf_2            14
nand2_1           3
mux2_2          160
o21ai_0           4
edfxtp_1        128
o21bai_1          4
dfxtp_1          33
mux4_2           36
buf_6             5
mux4_1           28
nand2b_1          4
clkbuf_1          5
buf_4             7
nand4b_2          3
worst max-delay path by stage:
stage | end
after CTS | mem_arr[1][6]
after global routing | mem_arr[1][6]
final | mem_arr[3][6]
worst min-delay path, cell delays in order, from the launching register on:
cell,delay (ps)
dfxtp_1,320
nand2b_1,60
o41ai_1,50
No activity file was given, so power comes from the tool's default toggle rates.
