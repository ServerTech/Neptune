### flow/config.mk
export PLATFORM = sky130hd
export DESIGN_NAME = alu
export DESIGN_NICKNAME = alu
export VERILOG_FILES = /design/flow/design.v
export SDC_FILE = /design/flow/constraint.sdc
export NUM_CORES = 4
export LEC_CHECK = 1
export CORE_UTILIZATION = 30
### flow/constraint.sdc
current_design alu

set clk_period 12.7
set clk_io_pct 0.2

create_clock -name clk0 -period $clk_period [get_ports {clk}]

set non_clock_inputs [all_inputs -no_clocks]
set_input_delay [expr $clk_period * $clk_io_pct] -clock clk0 $non_clock_inputs
set_output_delay [expr $clk_period * $clk_io_pct] -clock clk0 [all_outputs]
### flow/design.v
module alu(clk, rst, en, opcode, a_in, b_in, o, z, n, cond, d_out);
	parameter width = 'd16;  
	input wire clk  , rst  , en  ;  
	input wire [4:0] opcode  ;
	input wire signed [width-1:0] a_in  , b_in  ;
	output reg o  ;
	output wire z  , n  ;
	output reg cond  ;
	output wire [width-1:0] d_out  ;
	reg [1:0] chk_oflow  ;
	reg signed [width+width:0] res_out  ;
	assign z = ~|res_out;  
	assign n = res_out[width-1];  
	assign d_out [width-1:0] = res_out [width-1:0];
	always@(chk_oflow, res_out) begin
		case(chk_oflow) // synthesis parallel_case
			2'b00: o = 1'b0;
			2'b01: begin
				if(res_out [width:width-1] == (2'b01 || 2'b10)) o = 1'b1;  
				else o <= 1'b0;
			end
			2'b10: begin
				if((res_out[width+width]) && (~res_out [width+width-1:width-1] != 0)) o = 1'b1;  
				else if ((~res_out[width+width]) && (res_out [width+width-1:width-1] != 0)) o = 1'b1;  
				else o = 1'b0;
			end
			2'b11: o = 1'b0;
			default: o = 1'b0;
		endcase
	end
	always@(posedge clk) begin
		if(rst) begin
			cond <= 1'b0;
			chk_oflow <= 2'b0;
			res_out [width+width:0] <= {width+width{1'b0}};
		end else if(en) begin
			case(opcode) // synthesis parallel_case
				5'b00000: res_out [width-1:0] <= 0;  
				5'b00001: res_out [width-1:0] <= a_in [width-1:0];  
				5'b00010: res_out [width-1:0] <= b_in [width-1:0];  
				5'b00011: begin
					chk_oflow <= 2'b01;
					res_out [width:0] <= a_in [width-1:0] + 1'b1;  
				end
				5'b00100: begin
					chk_oflow <= 2'b01;
					res_out [width:0] <= a_in [width-1:0] - 1'b1;  
				end
				5'b00101: begin
					chk_oflow <= 2'b01;
					res_out [width:0] <= {a_in[width-1], a_in [width-1:0]} + {b_in[width-1], b_in [width-1:0]};  
				end
				5'b00110: begin
					chk_oflow <= 2'b01;
					res_out [width:0] <= {a_in[width-1], a_in [width-1:0]} - {b_in[width-1], b_in [width-1:0]};  
				end
				5'b00111: begin
					chk_oflow <= 2'b10;
					res_out [width+width:0] <= a_in [width-1:0] * b_in [width-1:0];  
				end
				5'b01000: begin
					if(a_in [width-1:0] == b_in [width-1:0]) cond <= 1'b1;  
					else cond <= 1'b0;
				end
				5'b01001: begin
					if(a_in [width-1:0] < b_in [width-1:0]) cond <= 1'b1;  
					else cond <= 1'b0;
				end
				5'b01010: begin
					if(a_in [width-1:0] > b_in [width-1:0]) cond <= 1'b1; 
					else cond <= 1'b0;
				end
				5'b01011: res_out [width-1:0] <= ~a_in [width-1:0];  
				5'b01100: res_out [width-1:0] <= ~a_in [width-1:0] + 1'b1;  
				5'b01101: res_out [width-1:0] <= a_in [width-1:0] & b_in [width-1:0];  
				5'b01110: res_out [width-1:0] <= a_in [width-1:0] | b_in [width-1:0];  
				5'b01111: res_out [width-1:0] <= a_in [width-1:0] ^ b_in [width-1:0];  
				5'b10000: res_out [width-1:0] <= {a_in [width-2:0], 1'b0};  
				5'b10001: res_out [width-1:0] <= {1'b0, a_in [width-1:1]};  
				5'b10010: res_out [width-1:0] <= {a_in [width-1], a_in [width-1:1]};  
				5'b10011: res_out [width-1:0] <= {a_in [width-2:0], a_in [width-1]};  
				5'b10100: res_out [width-1:0] <= {a_in [0], a_in [width-1:1]};  
				default: begin
					cond <= 1'b0;
					res_out [width-1:0] <= 0;
				end
			endcase
		end
	end
endmodule
### flow/run.sh
#!/bin/bash
# OpenROAD 26Q1-2900-gdf79404cd8, Yosys 0.63+post, stock flow scripts
make -C /OpenROAD-flow-scripts/flow DESIGN_CONFIG=/design/flow/config.mk WORK_HOME=/design/flow/orfs finish
==> reports/metrics.yaml <==
logic_family: "adder cells"
vias_per_cell: 5.46
cpMaxStageDelayCell: "clkdlybuf4s50_1"
swShare_pct: 58.5
post_cts_buffers: 0
yosysWarnings: 2
power_density_nw_per_um2: 218
first_global_vias: 13000
portBuffers: 59
die_area_um2: 46100
synth_area_per_cell_um2: 7.72
net-switching-power_mw: 1.90
h-tree-depth: 2
skew_ps: 0
crit_fanout: 18
route.detailed.drc: 0
maxClockFrequency_mhz: 104
drv_cap: 0
rows: 77
clkPwrFrac_pct: 4.2
gp_congestion: 1.01
postSynthSeqShare_pct: 5.17
yosysTopAreaCell: "fa_1"
met3WireLength_um: 5580
drt_first_pass_iters: 9
top_layer: "met4"
p_seq_share_pct: 3.8
ctsHoldBuffers: 0
rr_endpoint: "res_out[9]"
path_buffers: 6
synth.mux.area_fraction_pct: 0.305
grt_use_total_pct: 22.9
ioPinCount: 60
warnings: 59
endpoint_kind: "flip-flop"
whs_endpoint: "chk_oflow[0]"
startpoint: "a_in[7]"
n_antenna_cell: 0
timing.final.ws_setup_ps: 3110
drtAntennaViolNets: 0
wire_per_inst_um: 21.3
cp_cell_sequence: "clkdlybuf4s50_1, clkinv_1, nor2_1, fa_1, inv_1, fa_1, fa_1, fa_1, inv_1, fa_1, inv_1, fa_1, inv_1, ha_1, a21o_1, a21o_1, a21oi_1, a21oi_1, o2111ai_1, a31o_2, o21ai_0, o311ai_0"
cp_common_cell: "fa_1"
slowest_delay_ps: 900
syn_area_um2: 13600
stdcell_area_um2: 14900
r2r_cells: 4
rsz0062_at_grt: "false"
die_width_um: 215
xor_area_share_pct: 3.29
cp-start-kind: "input pin"
hold_viol: 0
cts_buffers: 5
wl_met2_um: 22200
status: "completed"
path_clk_slew_ps: 60
yosys_area_um2: 13600
cp.arrival_ps: 9770
cts.sinks: 35
ys_sh_adder_pct: 43.2
max_slew.worst_pin.slew_ps: 1150
die_y_um: 215
yosysCellCount: 1757
setup_viol: 0
min_from: "chk_oflow[0]"
min_period_ps: 9590
antenna_found_initial: 0
yosysUniqueCellTypes: 79
met1_length_um: 20100
edf_count: 0
vias: 12800
grt_overflow: 0
simple_gate_share_pct: 18.4
ir_drop_mv: 0.222
min_delay_path_depth: 2
criticalPathCategory: "input pin to flip-flop"
rrSetupSlack_ps: 10320
clk_path_buf_depth: 2
core_area_um2: 44400
cts_tree: "yes"
aoi_share_pct: 17.9
internal_power_mw: 1.35
root_buffer: "clkbuf_16"
power_mw: 3.25
pwr-share-comb_pct: 92.0
cts.repair.resized: 0
fp_util_pct: 30.5
hpwlAfterDp_um: 38000
area_leaders: "fa_1 (29%), ha_1 (14%), inv_1 (7.8%)"
ys_ff: 35
drt-initial-drc-count: 1210
grt_pass1_wl_um: 77900
dp.cells: 2336
clk_latency_ps: 290
finalCritPeriodShare_pct: 75.5
p_leak_nw: 6.95
layout-drive-gt1-share_pct: 4.17
setup_tns_ps: 0
place_ws_ps: 2870
ff_type: "dfxtp_1"
min_path_type: "flip-flop to flip-flop"
max_slew_margin_pct: 21.4
layout.cells.non_filler: 2343
slew_viol_final: 0
areaGrowthSynthToFinish_pct: 9.72
placed_area_um2: 14700
synthCells: 1757
drt_wl_total_um: 49900
cpLargestDelayFamily: "adder cells"
required_ps: 12880
grt_max_degree: 32
yosys.area.top_type_share_pct: 28.8
ys_async_sr_fraction_pct: 0
r2r-start: "res_out[9]"
==> state kept, by name (all words and copies together), names as in the netlist <==
signal and cells:
cond 1, chk_oflow 2, res_out 32
==> worst max-delay path by stage <==
stage,to,slack [ps],depth (start not counted)
CTS,res_out[26],3170,22
global route,res_out[26],2660,22
finish,res_out[26],3110,22
==> cell type report <==
| type | count | area [um2] |
|---|---|---|
| fill | 4635 | 29500 |
| multi-input combinational | 1316 | 11300 |
| inverter | 291 | 1090 |
| timing repair buffer | 102 | 913 |
| tap | 592 | 741 |
| sequential | 35 | 701 |
| clock buffer | 6 | 139 |
| clock inverter | 1 | 5.00 |
==> per-stage QoR <==
step,util [%],hold WS (ps)
after floorplan,-,423
after global placement,33.2,431
after detailed placement,33.2,443
after CTS,33.5,453
after global routing,33.5,477
final,33.5,451
==> synth_stat cells, drive strengths merged, types with 7 or more instances <==
master,instances
a31oi,9
o21ai,60
nand2,194
o2111ai,11
buf,32
nand3,33
a22oi,15
a211oi,14
and3,11
inv,285
nand4,20
a21o,25
o211ai,18
xor2,13
o21bai,10
o21a,8
a21oi,72
a221oi,22
nor4,13
fa,195
nor3,27
nand2b,15
nor2,213
xnor2,38
o22ai,12
ha,156
clkbuf,83
dfxtp,35
a222oi,7
==> tightest hold or removal path: stages, from the launching register on <==
cell and delay, ps:
dfxtp_1 310, nand2_1 50, nand2_1 50
==> placed cells by master (no fill, tap or decap), drive strengths merged, types with 7 or more instances in the layout <==
master	n
a22oi	15
and3	11
inv	285
xor2	13
xnor2	38
a21oi	72
o2111ai	11
o21bai	10
o211ai	18
nor2	213
o22ai	12
ha	156
nor4	13
clkdlybuf4s50	59
nand3	33
a31oi	9
nand2	194
nand4	20
o21ai	60
a21o	25
o21a	8
dfxtp	35
nand2b	15
a221oi	22
a222oi	7
buf	43
a211oi	14
nor3	27
clkinv	7
fa	195
==> power by group through the flow <==
| stage | sequential (mW) | clock, mW | combinational (mW) |
|---|---|---|---|
| finish | 0.124 | 0.136 | 2.99 |
| global route | 0.125 | 0.143 | 3.38 |
| CTS | 0.124 | 0.138 | 2.97 |
==> logic make-up (layout without fill, tap and decap cells) <==
logic type                 Yosys count  after routing
adders and majority gates          351            351
xor gates and xnor gates            51             51
DFF                                 35             35
and+or+nand+nor                    562            562
muxes                                4              4
buffers and inverters              406            400
AOI/OAI and AO/OA                  348            348
==> metal layers <==
metal / track usage, % / vias to the layer above
met5: 0 / -
met4: 7.50 / 0
met3: 7.90 / 136
met2: 34.6 / 671
met1: 31.2 / 6179
li1: - / 5801
No activity file was given, so power comes from the tool's default toggle rates.
