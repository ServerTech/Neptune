### config.mk
export PLATFORM = sky130hd
export DESIGN_NAME = stack
export DESIGN_NICKNAME = stack
export VERILOG_FILES = /design/flow/design.v
export SDC_FILE = /design/flow/constraint.sdc
export NUM_CORES = 4
export LEC_CHECK = 1
export CORE_UTILIZATION = 40
### constraint.sdc
current_design stack

set clk_period 159.8
set clk_io_pct 0.2

create_clock -name clk0 -period $clk_period [get_ports {clk}]

set non_clock_inputs [all_inputs -no_clocks]
set_input_delay [expr $clk_period * $clk_io_pct] -clock clk0 $non_clock_inputs
set_output_delay [expr $clk_period * $clk_io_pct] -clock clk0 [all_outputs]
### design.v
module stack(clk, rst, pop, push, wr, mem_fault, rd);
	parameter width = 'd16;  
	parameter depth = 'd256;  
	parameter add_width = 'd8;  
	input wire clk  , rst  ;  
	input wire pop  , push  ;  
	input wire [width-1:0] wr  ;
	output reg mem_fault  ;
	output reg [width-1:0] rd  ;
	reg [add_width-1:0] stk_loc  ;
	reg [width-1:0] rd_out  ;
	reg [width-1:0] mem_arr [0:depth-1]  ;
	always@(posedge clk) begin
		if(rst) begin
			mem_fault <= 1'b0;  
			stk_loc [add_width-1] <= {width{1'b0}};
		end else if(push && !pop) stk_loc <= stk_loc + 1'b1;  
		else if(pop && !push) stk_loc <= stk_loc - 1'b1;  
		else if ((push && pop) && (stk_loc == 8'b0) || (push && (stk_loc = 8'b11111111))) mem_fault <= 1'b1;  
	end
	always@(posedge clk) begin
		rd [width-1:0] <= mem_arr[stk_loc] [width-1:0];  
	end
	always@(posedge clk) begin
		if(push) mem_arr[stk_loc] [width-1:0] <= wr [width-1:0];  
	end
endmodule
### run.sh
#!/bin/bash
# OpenROAD 26Q1-2900-gdf79404cd8, Yosys 0.63+post, stock flow scripts
make -C /OpenROAD-flow-scripts/flow DESIGN_CONFIG=/design/flow/config.mk WORK_HOME=/design/flow/orfs finish
==> flow_summary.json <==
{
  "viasPerCell": 5.72,
  "final_hold_viol_count": 0,
  "rr_worst_depth": 12,
  "drtAntennaViolNets": 0,
  "fp-row-count": 228,
  "flop_cell": "edfxtp_1",
  "routabilityCongestion": 0.941,
  "grt_pass1_vias": 82098,
  "synthArstFlopShare": 0,
  "htree_num_levels": 5,
  "synth_cells": 6779,
  "port_buffers": 36,
  "yosysChipArea_um2": 156000,
  "vias": 73135,
  "cp-startpoint": "push",
  "initial_core_util": 0.403,
  "finalWirelength_mm": 406,
  "antenna_found_initial": 11,
  "crit_arrival_ns": 35.25,
  "cts_hold_buf": 0,
  "critical_path_depth": 6,
  "outcome": "complete, no violations",
  "avgSynthCellArea_um2": 23.0,
  "p_leak_nw": 55.1,
  "post_cts_resized": 0,
  "critical_path.max_stage_delay_ns": 0.86,
  "slew_violations": 0,
  "fin_setup_tns_ns": 0,
  "drc_errors": 0,
  "ys_cells": 6779,
  "common_cells": "edfxtp_1, mux4_2, a22oi_1",
  "synth.most_common_cell": "edfxtp_1",
  "p_per_area_nw_per_um2": 12.8,
  "ir_worst_vdd_uv": 9.75,
  "crit_path_frequent_cell": "buf_4",
  "r2r_slack_ns": 151.60,
  "die_area_um2": 392000,
  "numCtsBuffers": 408,
  "grtUsageTotal": 0.231,
  "max_slew_margin": 0.0402,
  "ys_ff": 4121,
  "power_w": 0.00229,
  "ys_seq_frac": 0.793,
  "final_cells": 12791,
  "synth_area_um2": 156000,
  "pin_count": 37,
  "crit_family": "buffers and inverters",
  "synthTopCellsByArea": "edfxtp_1, mux4_2, a22oi_1",
  "cp_cell_sequence": "clkdlybuf4s50_1, buf_4, nand3_2, buf_4, nor2_1, buf_4",
  "clkTransAtPathRegs_ns": 0.06,
  "cp_max_fo": 22,
  "finalClockSkew_ns": 0.0522,
  "synth_warnings": 1,
  "wl_per_cell_um": 31.7,
  "max_cap_viol_count": 0,
  "criticalPathCategory": "in2reg",
  "min_period_over_period": 0.217,
  "drt-initial-drc-count": 5178,
  "cp.required_ns": 160.43,
  "drive_gt1_frac": 0.286,
  "postCtsSetupBuffers": 0,
  "coreArea_um2": 387000,
  "cts_buffer_depth": 4,
  "tritoncts": "yes",
  "edf_count": 4103,
  "clk_latency_ns": 0.97,
  "finalSetupViolCount": 0,
  "worstSetupStartpointType": "input pin",
  "min_period_ns": 34.62,
  "regToRegStartpoint": "stk_loc[0]",
  "cp_slowest_cell": "nand3_2",
  "tightest_slew_ns": 1.42,
  "r2r-end": "rd[14]",
  "cp-end-kind": "register",
  "die_h_um": 626,
  "warning_count": 33,
  "post-place-cells": 12024,
  "grt_pass1_wl_mm": 580,
  "place_hpwl_mm": 244,
  "rsz0062_at_grt": "no",
  "synthToLayoutAreaGrowth_pct": 14.6,
  "root_buffer": "clkbuf_16",
  "synth.distinct_cells": 31,
  "grt_max_degree": 105,
  "grt.overflow.total": 0,
  "endpoint": "mem_arr[221][10]",
  "timing.fmax_ghz": 0.0289,
  "top_area_cell": "edfxtp_1",
  "clock-sinks": 4121,
  "top_cell_area_share": 0.790,
  "drt_pass1_iterations": 5,
  "path_buffers": 4,
  "hp-class": "reg2reg",
  "fp.dieW_um": 626
}
==> worst register-to-register path, cell delays in order (launching register included) <==
cell and delay, ns:
edfxtp_1 0.34, buf_4 0.55, buf_4 0.72, buf_4 0.58, buf_4 0.63, buf_4 0.74, buf_4 0.73, buf_4 0.71
mux4_2 0.63, a22oi_1 0.39, a21oi_1 0.27, o41ai_1 1.18, nand4_1 0.49
==> final cells by class <==
| class | instances | area (um^2) |
|---|---|---|
| Antenna cell | 12 | 30.0 |
| Clock buffer | 483 | 10600 |
| Clock inverter | 272 | 3110 |
| Fill cell | 31097 | 208000 |
| Inverter | 3 | 11.3 |
| Multi-Input combinational cell | 2230 | 30900 |
| Sequential cell | 4121 | 124000 |
| Tap cell | 5175 | 6470 |
| Timing Repair Buffer | 495 | 4090 |
==> power breakdown <==
| part | internal, W | switching (W) |
|---|---|---|
| Sequential | 0.00119 | 0.00000129 |
| Combinational | 0.0000421 | 0.0000884 |
| Clock | 0.000566 | 0.000406 |
==> worst min path at each step <==
stage	from	endpoint	slack (ns)	depth (start not counted)
4_1_cts	mem_fault	mem_fault	0.48	2
5_1_grt	mem_fault	mem_fault	0.53	2
6_report	mem_fault	mem_fault	0.47	2
==> registers in the layout (all words and copies together), names as in the netlist <==
| name | cells |
|---|---|
| stk_loc | 8 |
| mem_fault | 1 |
| rd | 16 |
| mem_arr | 4096 |
==> metal layers <==
| metal | GRT usage | routed length [um] | part of all wire |
|---|---|---|---|
| met1 | 0.261 | 124000 | 0.31 |
| met2 | 0.331 | 189000 | 0.47 |
| met3 | 0.194 | 75400 | 0.19 |
| met4 | 0.0701 | 16400 | 0.040 |
| met5 | 0.0212 | 1020 | 0.0025 |
==> kinds of logic after synthesis <==
kind of cell,synth area share
adders and majority gates,0.000401
DFF,0.793
and+or+nand+nor,0.00928
muxes,0.148
AOI/OAI and AO/OA,0.0375
buffers and inverters,0.0121
==> through the flow <==
step	instance area [um^2]	util	hold slack, ns	setup slack [ns]
floorplan	156000	-	0.413	125.75
global placement	165000	0.427	0.465	124.31
detailed placement	165000	0.427	0.459	124.31
CTS	179000	0.462	0.485	125.31
global route	179000	0.462	0.531	125.13
finish	179000	0.462	0.474	125.18
==> cell usage in the layout, fill, tap and decap left out, drive strengths merged, types with 5 or more instances in the layout <==
cell type,instances
diode,12
mux4,1024
o41ai,64
clkinv,177
clkinvlp,23
nand2,25
a22oi,513
ha,5
clkdlybuf4s50,20
nor2b,8
clkbuf,483
buf,475
nand3,19
nor2,247
bufinv,57
edfxtp,4103
nand4,17
and3,16
o21ai,7
inv,18
a21oi,263
dfxtp,18
No activity file was given, so power comes from the tool's default toggle rates.
